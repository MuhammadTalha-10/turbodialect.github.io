### run.sh
#!/bin/bash
# OpenROAD 26Q1-2900-gdf79404cd8, Yosys 0.63+post, stock flow scripts
make -C /OpenROAD-flow-scripts/flow DESIGN_CONFIG=/design/flow/config.mk WORK_HOME=/design/flow/orfs finish
### config.mk
export PLATFORM = sky130hd
export DESIGN_NAME = comb_mem_d2
export DESIGN_NICKNAME = comb_mem_d2
export VERILOG_FILES = /design/flow/design.v
export SDC_FILE = /design/flow/constraint.sdc
export NUM_CORES = 4
export LEC_CHECK = 1
export CORE_UTILIZATION = 30
export SYNTH_MEMORY_MAX_BITS = 65536
### constraint.sdc
current_design comb_mem_d2

set clk_period 48.3
set clk_io_pct 0.2

create_clock -name clk0 -period $clk_period [get_ports {clk}]

set non_clock_inputs [all_inputs -no_clocks]
set_input_delay [expr $clk_period * $clk_io_pct] -clock clk0 $non_clock_inputs
set_output_delay [expr $clk_period * $clk_io_pct] -clock clk0 [all_outputs]
### design.v
module comb_mem_d1 #(
    parameter WIDTH = 32,
    parameter SIZE = 16,
    parameter IDX_SIZE = 4
) (
   input wire                logic [IDX_SIZE-1:0] addr0,
   input wire                logic [ WIDTH-1:0] write_data,
   input wire                logic write_en,
   input wire                logic clk,
   input wire                logic reset,
   output logic [ WIDTH-1:0] read_data,
   output logic              done
);
  logic [WIDTH-1:0] mem[SIZE-1:0];
  assign read_data = mem[addr0];
  always_ff @(posedge clk) begin
    if (reset)
      done <= '0;
    else if (write_en)
      done <= '1;
    else
      done <= '0;
  end
  always_ff @(posedge clk) begin
    if (!reset && write_en)
      mem[addr0] <= write_data;
  end
endmodule
module comb_mem_d2 #(
    parameter WIDTH = 32,
    parameter D0_SIZE = 16,
    parameter D1_SIZE = 16,
    parameter D0_IDX_SIZE = 4,
    parameter D1_IDX_SIZE = 4
) (
   input wire                logic [D0_IDX_SIZE-1:0] addr0,
   input wire                logic [D1_IDX_SIZE-1:0] addr1,
   input wire                logic [ WIDTH-1:0] write_data,
   input wire                logic write_en,
   input wire                logic clk,
   input wire                logic reset,
   output logic [ WIDTH-1:0] read_data,
   output logic              done
);
  logic [WIDTH-1:0] mem[D0_SIZE-1:0][D1_SIZE-1:0];
  assign read_data = mem[addr0][addr1];
  always_ff @(posedge clk) begin
    if (reset)
      done <= '0;
    else if (write_en)
      done <= '1;
    else
      done <= '0;
  end
  always_ff @(posedge clk) begin
    if (!reset && write_en)
      mem[addr0][addr1] <= write_data;
  end
endmodule
module comb_mem_d3 #(
    parameter WIDTH = 32,
    parameter D0_SIZE = 16,
    parameter D1_SIZE = 16,
    parameter D2_SIZE = 16,
    parameter D0_IDX_SIZE = 4,
    parameter D1_IDX_SIZE = 4,
    parameter D2_IDX_SIZE = 4
) (
   input wire                logic [D0_IDX_SIZE-1:0] addr0,
   input wire                logic [D1_IDX_SIZE-1:0] addr1,
   input wire                logic [D2_IDX_SIZE-1:0] addr2,
   input wire                logic [ WIDTH-1:0] write_data,
   input wire                logic write_en,
   input wire                logic clk,
   input wire                logic reset,
   output logic [ WIDTH-1:0] read_data,
   output logic              done
);
  logic [WIDTH-1:0] mem[D0_SIZE-1:0][D1_SIZE-1:0][D2_SIZE-1:0];
  assign read_data = mem[addr0][addr1][addr2];
  always_ff @(posedge clk) begin
    if (reset)
      done <= '0;
    else if (write_en)
      done <= '1;
    else
      done <= '0;
  end
  always_ff @(posedge clk) begin
    if (!reset && write_en)
      mem[addr0][addr1][addr2] <= write_data;
  end
endmodule
module comb_mem_d4 #(
    parameter WIDTH = 32,
    parameter D0_SIZE = 16,
    parameter D1_SIZE = 16,
    parameter D2_SIZE = 16,
    parameter D3_SIZE = 16,
    parameter D0_IDX_SIZE = 4,
    parameter D1_IDX_SIZE = 4,
    parameter D2_IDX_SIZE = 4,
    parameter D3_IDX_SIZE = 4
) (
   input wire                logic [D0_IDX_SIZE-1:0] addr0,
   input wire                logic [D1_IDX_SIZE-1:0] addr1,
   input wire                logic [D2_IDX_SIZE-1:0] addr2,
   input wire                logic [D3_IDX_SIZE-1:0] addr3,
   input wire                logic [ WIDTH-1:0] write_data,
   input wire                logic write_en,
   input wire                logic clk,
   input wire                logic reset,
   output logic [ WIDTH-1:0] read_data,
   output logic              done
);
  logic [WIDTH-1:0] mem[D0_SIZE-1:0][D1_SIZE-1:0][D2_SIZE-1:0][D3_SIZE-1:0];
  assign read_data = mem[addr0][addr1][addr2][addr3];
  always_ff @(posedge clk) begin
    if (reset)
      done <= '0;
    else if (write_en)
      done <= '1;
    else
      done <= '0;
  end
  always_ff @(posedge clk) begin
    if (!reset && write_en)
      mem[addr0][addr1][addr2][addr3] <= write_data;
  end
endmodule
==> run notes <==
Update from the flow run.

Counting flops with an async set or reset pin after synthesis yields a share of 0%. The initial core utilization is 30.1%. The run finished, with violations left. The detailed router's first-iteration violation count is 9956. The wire length on met3 is 173000 microns. Of the total synthesized cell area, the portion taken by full adders, half adders and majority gates is 0%. The highest routed metal layer is met5. The final routed wire length divided by cell count is 31.1 microns. The die boundary height is 1020 microns. The maximum frequency from static timing analysis is 0.0371 GHz. The area after detailed placement is 333000 sq um. Wires add up to 881000 microns. The number of max-capacitance violations reported is 1.

The first global-routing pass estimated 1230000 microns of wire. The average footprint of a synthesized cell is 23.6 sq um. The total overflow reported by the global router is 0. The synthesized netlist was found by Yosys to have 13000 cells.

The maximum number of pins on one net before global-route repair is 97. In the Yosys report, the sequential cells make up 79.8% of the chip area. The smallest hold slack is 8.89 ns. STA classifies the critical path startpoint as an input pin.

The simple logic cell fraction of the synthesized area is 0.457%. By area the synthesized netlist is led by edfxtp_1, mux4_2, a22oi_1. The flow reported a cell area power density of 40.3 nW/um^2. The number of fill cells is 92600.

The total CTS buffers is 759. For this run, the detailed router's first-pass iteration total came to 7. The number of buffers on the longest clock path is 4. The share of the cycle needed by the critical path after routing is 55.7%. The shortest period the worst path allows is 26.92 ns. The placeable core region is 1020000 sq um. The cell-mix breakdown from Yosys lists the compound-gate area share as 3.69%. The detailed-route vias per instance is 5.13. In the final layout, flip-flops and latches occupy 246000 sq um.

Relative to the synthesized area, the layout overhead comes to 15.7%. The count of nets left with antenna violations after detail routing is 0. The area share of the leading cell type in the synthesized netlist is 79.8%. The cell area after synthesis is 308000 sq um.

The report puts the hold buffer count at CTS at 0. The fraction of layout cells with a size suffix above 1 is 30.2%. The number of H-tree levels is 6.

The Yosys warning count is 1. The initial antenna violation count is 51. edfxtp_1 is the most common cell in the netlist.

The checks that failed: max-capacitance violations, max-slew violations. In the per-layer summary, the met1 wirelength comes to 243000 microns. Measured against its own limit, the worst slew margin works out to -4.59%.

The number of cells upsized or downsized after cts is 0. Clock-pin slew was measured on the worst setup and hold paths at 0.06 ns. The routed layout reports a DRC error count of 0. The critical path maximum fanout is 77.

The count of port buffers added during placement is 75. The number of distinct library cells after synthesis is 21. The worst vdd rail ir drop is 0.0455 mV. The number of cell rows is 372. The placement summary gives the final routability congestion estimate as 0.865. The top-level port count is 76. The number of enable flip-flop cells is 8192. The worst setup path is captured at an output pin. Overall routing resource usage recorded by global route was 18.2%. Data arrives at the worst endpoint at 17.26 ns. Clock tree synthesis selected as its root buffer the cell clkbuf_16. The routed wire length on met2 is 413000 microns. TritonCTS built the clock tree. The pin closest to its max-slew limit shows a slew of 1.55 ns. Counting instances in the post-synthesis netlist gives the leading cell types as edfxtp_1, mux4_2, a22oi_1. The half-perimeter wire length after detailed placement is 518000 microns. Endpoints failing hold in the final report were tallied at 0. The total die size is 1030000 sq um. Summing the areas of all xor and xnor instances in the mapped netlist gives 0% of the synthesized area.

For the final routed database, the setup TNS stands at 0 ns. The buffer count from post-CTS setup fixing is 0. The flop and latch count out of synthesis is 8193. In the setup report, the worst path falls into the class in2out. The main combinational cell family by area after synthesis is multiplexers.

The share of synthesized area spent on multiplexers is 15.0%. The setup violation total in the final timing report is 0. After routing the design area is 357000 sq um.

Setup repair after global routing left no endpoint under its margin. The leakage power is 107 nW. The clock sink total is 8193. Max-slew check failures listed in the final report amount to 2. The synthesis area per yosys is 308000 sq um. The number of global-route vias before repair is 161000.

The OpenROAD warning count is 27. The kind of path behind the tightest hold check is in2reg. The area used by multi-input combinational logic is 61800 sq um. The gate count after technology mapping is 13000. The die span in x is 1020 microns. The required time of the critical path is 38.64 ns.

The leading area contributor after synthesis is edfxtp_1. The final route contains 145000 vias. The commonest register cell is edfxtp_1.
stage by stage:
step	utilization (%)	total power [mW]	std cells	setup slack (ns)
4_1_cts	34.8	14.5	28300	21.28
3_3_place_gp	32.5	8.69	26900	21.09
5_1_grt	34.8	14.7	28300	21.03
6_report	34.8	14.4	28300	21.38
2_1_floorplan	-	8.31	13000	27.05
3_5_place_dp	32.5	8.69	26900	21.31
layout make-up:
type | instances | area share, %
Antenna cell | 28 | 0.0196
Clock inverter | 453 | 1.09
Timing Repair Buffer | 977 | 2.22
Multi-Input combinational cell | 4054 | 17.3
Clock buffer | 950 | 5.61
Tap cell | 13700 | 4.79
Sequential cell | 8193 | 69.0
logic make-up (layout without fill, tap and decap cells):
| group | Yosys count | after routing |
|---|---|---|
| muxes | 2048 | 2048 |
| AOI/OAI and AO/OA | 1664 | 1664 |
| and+or+nand+nor | 342 | 342 |
| DFF | 8193 | 8193 |
| buffers and inverters | 788 | 2380 |
| other | 0 | 28 |
report_power, final:
group | switching, mW | internal [mW] | leakage, nW
registers | 0.00177 | 7.83 | 73.6
clock network | 2.60 | 3.23 | 11.7
logic | 0.473 | 0.231 | 21.7
total | 3.07 | 11.3 | 107
per-layer routing:
layer  track usage [%]  up-vias
met1              16.9    74400
met5             0.887        -
met4              7.63       62
met3              16.3     1578
met2              27.5    10500
li1                  -    58700
cell usage in the layout, fill, tap and decap left out, types with 7 or more instances in the layout:
cell type,netlist,layout
edfxtp_1,8192,8192
clkinv_2,0,144
clkinv_8,0,13
buf_12,0,15
a22oi_1,1024,1024
clkdlybuf4s50_1,0,41
nand2_2,0,15
mux4_2,2048,2048
o41ai_1,128,43
nand2_4,0,17
diode_2,0,28
nor2_4,0,258
o41ai_2,0,76
nand4_1,32,32
o41ai_4,0,9
a21oi_1,512,505
clkbuf_1,489,175
buf_8,0,32
bufinv_16,0,54
a21oi_2,0,7
clkinvlp_4,0,15
inv_6,0,27
buf_4,30,885
clkinv_1,0,186
clkbuf_16,0,773
worst paths after layout:
kind                           start                     end  cells after the start
worst max-delay path        addr1[1]            read_data[9]                     13
worst min-delay path  write_data[21]  mem[180][21]$_DFFE_PP_                      1
worst max-delay path: stages:
cell and delay [ns]:
buf_16 0.31, buf_4 0.58, buf_4 0.63, buf_4 0.56, buf_4 0.65, buf_4 0.54
mux4_2 0.38, a22oi_1 0.33, a21oi_1 0.32, buf_4 0.24, o41ai_2 0.95, nand4_1 1.05
clkdlybuf4s50_1 0.68
state kept, by name, indices dropped and copies added (netlist names):
register / flops
mem: 8192
done: 1
No activity file was given, so power comes from the tool's default toggle rates.
